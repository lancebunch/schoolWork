==> design.v <==
`timescale 1ns / 1ps
module add8(
    input [15:0] sw,
    output [8:0] led
    );
    wire c1, c2, c3, c4, c5, c6, c7;
    adder a1(1'b0, sw[0], sw[8],  led[0],     c1);
    adder a2  (c1, sw[1], sw[9],  led[1],     c2);
    adder a3  (c2, sw[2], sw[10], led[2],     c3);
    adder a4  (c3, sw[3], sw[11], led[3],     c4);
    adder a5  (c4, sw[4], sw[12], led[4],     c5);
    adder a6  (c5, sw[5], sw[13], led[5],     c6);
    adder a7  (c6, sw[6], sw[14], led[6],     c7);
    adder a8  (c7, sw[7], sw[15], led[7], led[8]);
endmodule
`timescale 1ns / 1ps
module adder(
    input Cin,
    input x,
    input y,
    output s,
    output Co
    );
    wire z1, z2, z3;
    xor(s, x, y, Cin);
    and(z1, x, y),
       (z2, x, Cin),
       (z3, y, Cin);
    or(Co, z1, z2, z3);
endmodule
==> run.sh <==
#!/bin/bash
# OpenROAD 26Q1-2900-gdf79404cd8, Yosys 0.63+post, stock flow scripts
make -C /OpenROAD-flow-scripts/flow DESIGN_CONFIG=/design/flow/config.mk WORK_HOME=/design/flow/orfs finish
==> config.mk <==
export PLATFORM = sky130hd
export DESIGN_NAME = add8
export DESIGN_NICKNAME = add8
export VERILOG_FILES = /design/flow/design.v
export SDC_FILE = /design/flow/constraint.sdc
export NUM_CORES = 4
export LEC_CHECK = 1
export CORE_AREA = 10 10 70 70
export DIE_AREA = 0 0 80 80
==> constraint.sdc <==
current_design add8

set clk_period 2.5
set clk_io_pct 0.2

create_clock -name clk0 -period $clk_period

set non_clock_inputs [all_inputs -no_clocks]
set_input_delay [expr $clk_period * $clk_io_pct] -clock clk0 $non_clock_inputs
set_output_delay [expr $clk_period * $clk_io_pct] -clock clk0 [all_outputs]
==> Implementation_results.wiki <==
== Flow metrics ==
{| class="wikitable"
! Metric !! Value
|-
| Status || complete, but fails checks
|-
| Violations in the final reports || negative setup slack
|-
| First-pass iteration count of the detailed router || 1
|-
| Simple-Gate Fraction of Synth Area || 0
|-
| Number of warnings the tools reported || 35
|-
| Final period demand of the worst path || 3890 ps
|-
| Internal Pwr Total || 0.0565 mW
|-
| Worst VDD drop || 0.0652 mV
|-
| Type of origin of the critical path || input port
|-
| Worst Slack Setup Final || -1390 ps
|-
| Overflow after GRT || 0
|-
| Type of the setup path with the least slack || input port to output pin
|-
| Starting utilization of the core area || 0.0700
|-
| Main kind of combinational logic by area || adder cells
|-
| Part of the total power dissipated in combinational logic || 1.000
|-
| Post-synthesis chip area from yosys || 239 sq um
|-
| Number of warnings printed during yosys synthesis || 0
|-
| Cell total in the yosys stat output || 22
|-
| Core region area || 3420 sq um
|-
| Hold/Removal Path Class || input port to output pin
|-
| Remaining DRCs || 0
|-
| Vertical extent of the die || 80 um
|-
| Routed len/inst || 8.63 um
|-
| Area added between synthesis and finish || 96.9%
|-
| Clock power share || 0
|-
| Number of vias per cell || 2.31
|-
| Final max-slew violation count || 0
|-
| Data required, critical path || 2000 ps
|-
| Registers || 0
|-
| Sequential cell fraction of total power || 0
|-
| Initial DRC Count || 0
|-
| Final hold slack || 1630 ps
|-
| # Max-Cap Violations || 0
|-
| Top fanout value on the critical path || 1
|-
| Most frequent standard cell in the layout excluding fill and tap cells || sky130_fd_sc_hd__clkdlybuf4s50_1
|-
| Overall chip area || 6400 sq um
|-
| Setup violators final || 6
|-
| Antenna Diode Count || 0
|-
| Number of antenna violations at the first check in global routing || 0
|-
| Synthesized-area fraction occupied by ao, oa, aoi and oai cells || 0
|-
| Final worst path period share || 1.56
|-
| Power per standard cell area || 178 nW/um^2
|-
| Tightest Pin Transition || 113 ps
|-
| Via count || 194
|-
| Clock buffer cells || 0
|-
| Critical path capture point type || output pin
|-
| Number of instances in the synthesized netlist || 22
|-
| Critical path data arrival time || 3390 ps
|-
| Total track usage || 0.0224
|-
| Post-route ant nets || 0
|-
| Boundary pin count || 25
|-
| Proportion of layout cells with a drive suffix above 1 || 0.526
|-
| Total power || 0.0838 mW
|-
| Global-route wire length before repair || 1150 um
|-
| Half-perimeter wire length after placement || 710 um
|-
| Most used cells in the layout excluding fill and tap cells || sky130_fd_sc_hd__clkdlybuf4s50_1 (14), sky130_fd_sc_hd__fa_2 (7), sky130_fd_sc_hd__buf_2 (7)
|-
| Portion of netlist area occupied by mux cells || 0
|-
| Post-synthesis cell type count || 4
|-
| Width of the die || 80 um
|-
| Slew margin rel. || 0.925
|-
| Number of global-route vias before repair || 238
|-
| RSZ-0062 raised after global routing || true
|-
| CTS hold repair buffers || 0
|-
| Routed wire length || 725 um
|-
| Mean cell area of the mapped netlist || 10.9 sq um
|-
| Count of buffers from port buffering || 25
|-
| Highest clock frequency the design can meet || 257 MHz
|-
| FP Rows || 21
|-
| TNS Setup || -4710 ps
|-
| Gp weighted congestion || 0.825
|-
| Netlist area before placement || 239 sq um
|-
| Number of setup buffers added after CTS || 0
|-
| Number of hold violations in the final report || 0
|-
| Maximum number of pins on one net before global-route repair || 2
|-
| Count of filler cells inserted in the layout || 391
|-
| Sequential Area || 0 sq um
|-
| NetSw || 0.0273 mW
|-
| Adder and majority gate portion of the synthesized area || 0.639
|-
| Net Sw Frac || 0.326
|-
| Leakage || 0.182 nW
|-
| Synthesized-area fraction occupied by xor and xnor cells || 0
|-
| Share of synthesized area occupied by flip-flops and latches || 0
|}
## synth_stat cells
cell / number / area [sq um]
sky130_fd_sc_hd__inv_1: 5 / 18.8
sky130_fd_sc_hd__buf_4: 9 / 67.6
sky130_fd_sc_hd__ha_1: 1 / 12.5
sky130_fd_sc_hd__fa_1: 7 / 140
## power groups by stage
stage,sequential [mW],combinational [mW],clock (mW)
CTS,0,0.0887,0
global route,0,0.0980,0
finish,0,0.0838,0
## repair_timing
item,4_1_cts,5_1_grt
pin swaps,8,8
gates resized,34,4
setup endpoints to repair,8,6
gates cloned,0,0
## logic make-up after synthesis
kind of cell,Yosys count
adder cells (fa/ha/maj),8
buffers and inverters,14
## worst max-delay path: stages
cell and delay [ps]:
sky130_fd_sc_hd__buf_6 100, sky130_fd_sc_hd__ha_4 150, sky130_fd_sc_hd__fa_2 330, sky130_fd_sc_hd__fa_2 340
sky130_fd_sc_hd__fa_2 350, sky130_fd_sc_hd__fa_2 350, sky130_fd_sc_hd__fa_2 340, sky130_fd_sc_hd__fa_2 340
sky130_fd_sc_hd__inv_2 60, sky130_fd_sc_hd__fa_2 420, sky130_fd_sc_hd__inv_2 50, sky130_fd_sc_hd__buf_2 80
## stage by stage
step / area (sq um) / utilization / instances / worst slack [ps]
2_1_floorplan: 269 / - / 22 / -1260
5_1_grt: 470 / 0.138 / 84 / -1440
6_report: 470 / 0.138 / 84 / -1390
4_1_cts: 480 / 0.141 / 84 / -1600
3_5_place_dp: 509 / 0.149 / 84 / -2160
3_3_place_gp: 509 / 0.149 / 84 / -2170
## per-layer routing
metal  up-vias  routed length, um  track usage
li1         85                  -            -
met1        85                314       0.0306
met2        24                187       0.0249
met3         0                223       0.0227
met4         0                  0            0
met5         -                  0            0
## area by class of cell
cell class | instances | area [sq um] | area share
Multi-Input combinational cell | 8 | 183 | 0.388
Inverter | 5 | 18.8 | 0.0399
Tap cell | 46 | 57.6 | 0.122
Timing Repair Buffer | 25 | 211 | 0.449
## path summary, 6_finish.rpt
check	slack [ps]	depth (start not counted)	start	endpoint
worst max-delay path	-1390	12	sw[0]	led[7]
worst min-delay path	1630	3	sw[8]	led[0]
Power and IR drop assume default switching activity.
