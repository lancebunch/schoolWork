==> design/flow/design.v <==
`timescale 1ns / 1ps
module SevenSegDisplay(
    input [3:0] sw,
    output dp,
    output [3:0] an,
    output reg [6:0] seg
    );
    assign an = 4'b1110;
    assign dp = 1'b1;
    always @(sw)
    begin
        if(sw == 4'h0) seg = 7'b1000000;
        else if (sw == 4'h1) seg = 7'b1111001;
        else if (sw == 4'h2) seg = 7'b0100100;
        else if (sw == 4'h3) seg = 7'b0110000;
        else if (sw == 4'h4) seg = 7'b0011001;
        else if (sw == 4'h5) seg = 7'b0010010;
        else if (sw == 4'h6) seg = 7'b0000010;
        else if (sw == 4'h7) seg = 7'b1111000;
        else if (sw == 4'h8) seg = 7'b0000000;
        else if (sw == 4'h9) seg = 7'b0010000;
        else if (sw == 4'hA) seg = 7'b0001000;
        else if (sw == 4'hB) seg = 7'b0000000;
        else if (sw == 4'hC) seg = 7'b1000110;
        else if (sw == 4'hD) seg = 7'b1000000;
        else if (sw == 4'hE) seg = 7'b0000110;
        else if (sw == 4'hF) seg = 7'b0001110;
        else seg = 7'b1010101;
    end
endmodule
==> design/flow/run.sh <==
#!/bin/bash
# OpenROAD 26Q1-2900-gdf79404cd8, Yosys 0.63+post, stock flow scripts
make -C /OpenROAD-flow-scripts/flow DESIGN_CONFIG=/design/flow/config.mk WORK_HOME=/design/flow/orfs finish
==> design/flow/config.mk <==
export PLATFORM = sky130hd
export DESIGN_NAME = SevenSegDisplay
export DESIGN_NICKNAME = SevenSegDisplay
export VERILOG_FILES = /design/flow/design.v
export SDC_FILE = /design/flow/constraint.sdc
export NUM_CORES = 4
export LEC_CHECK = 1
export CORE_AREA = 10 10 70 70
export DIE_AREA = 0 0 80 80
==> design/flow/constraint.sdc <==
current_design SevenSegDisplay

set clk_period 1.3
set clk_io_pct 0.2

create_clock -name clk0 -period $clk_period

set non_clock_inputs [all_inputs -no_clocks]
set_input_delay [expr $clk_period * $clk_io_pct] -clock clk0 $non_clock_inputs
set_output_delay [expr $clk_period * $clk_io_pct] -clock clk0 [all_outputs]
==> flow_metrics.env <==
# source this file to load flow results
export IMPL_route_detailed_drc=0
export IMPL_rows=21
export IMPL_grt_antenna_before_repair=0
export IMPL_warnings=34
export IMPL_ys_seq_share_pct=0
export IMPL_dr_pass1_iters=2
export IMPL_n_clock_buffer=0
export IMPL_hold_viol=0
export IMPL_vias=226
export IMPL_critPathKind="in2out"
export IMPL_ios=16
export IMPL_dp_cells=88
export IMPL_finalPower_mw=0.110
export IMPL_syn2layout_area_growth_pct=91.1
export IMPL_path_buffers=3
export IMPL_syn_inst=31
export IMPL_n_antenna_cell=0
export IMPL_ff_count=0
export IMPL_drv_cap=0
export IMPL_yosys_top_cells_count="buf_4, nand2b_1"
export IMPL_yosysCellCount=31
export IMPL_route_antenna_remaining_nets=0
export IMPL_layoutNonFillerInstCount=88
export IMPL_routed_wl_um=668
export IMPL_synth_cell_types=19
export IMPL_cpMaxStageDelayCell="dlygate4sd2_1"
export IMPL_status="complete, no violations"
export IMPL_crit_chain="buf_6, xnor2_4, nor3_4, buf_4, dlygate4sd2_1"
export IMPL_hold_class="in2out"
export IMPL_critical_path_arrival_ns=1.01
export IMPL_worstPathRequired_ns=1.04
export IMPL_dr_first_iter_drc_count=11
export IMPL_overflow=0
export IMPL_die_height_um=80
export IMPL_chipArea_mm2=0.00640
export IMPL_fp_utilization_pct=6.15
export IMPL_cts_hold_buffers=0
export IMPL_most_common_cell="buf_4"
export IMPL_portBuffers=11
export IMPL_coreArea_mm2=0.00342
export IMPL_place_gp_congestion=0.570
export IMPL_top_area_share_pct=17.9
export IMPL_syn_area_um2=210
export IMPL_powerDensity_mw_per_mm2=275
export IMPL_setup_viol=0
export IMPL_grt_pass1_vias=203
export IMPL_avgSynthCellArea_um2=6.78
export IMPL_grt_pass1_wl_um=993
export IMPL_end_kind="output pin"
export IMPL_cts_setup_buffers=0
export IMPL_grtUsageTotal_pct=1.78
export IMPL_fin_crit_sh_pct=97.4
export IMPL_fin_crit_ns=1.27
export IMPL_final_max_slew_viol_count=0
export IMPL_peakVddDrop_v=0.0000432
export IMPL_seq_area_um2=0
export IMPL_fillers=398
export IMPL_max_freq_ghz=0.790
export IMPL_detail_route_vias_per_cell=2.57
export IMPL_top_cells_by_area="buf_4, nand2b_1, buf_6"
export IMPL_yosysWarnings=1
export IMPL_drive_gt1_share_pct=45.2
export IMPL_leakage_nw=0.186
export IMPL_critPathTopFamily="buffers and inverters"
export IMPL_rsz0062_at_grt="yes"
export IMPL_cp_start_kind="primary input"
export IMPL_worstPathMaxFanout=7
export IMPL_slowest_delay_ns=0.19
export IMPL_grt_max_degree=10
export IMPL_largest_area_cell="buf_4"
export IMPL_yosys_area_um2=210
export IMPL_post_dp_hpwl_um=555
export IMPL_wire_per_inst_um=7.59
export IMPL_die_x_um=80
[layer usage]
| metal | wire, um | up-vias | global-route usage, % |
|---|---|---|---|
| li1 | - | 117 | - |
| met1 | 287 | 102 | 2.25 |
| met2 | 329 | 7 | 3.13 |
| met3 | 51 | 0 | 0.455 |
| met4 | 0 | 0 | 0 |
| met5 | 0 | - | 0 |
[cell usage in the layout, fill, tap and decap left out, types with 2 or more instances in the layout]
cell type and n:
dlygate4sd2_1 5, nand2b_4 2, conb_1 5, nand2b_1 2, a21oi_1 2, nand3_1 2, buf_4 6
[worst paths after layout]
check,slack (ns),endpoint,from,cells past startpoint
worst max-delay path,0.03,seg[0],sw[2],5
worst min-delay path,0.88,seg[6],sw[3],3
[cell type report]
type / count / area, um2 / share of cell area, %
timing repair buffer: 16 / 138 / 34.3
multi-input combinational: 25 / 203 / 50.5
inverter: 1 / 3.75 / 0.935
tap: 46 / 57.6 / 14.3
[power by group]
part | switching (mW) | total [mW] | leakage [nW] | internal (mW)
logic | 0.0446 | 0.110 | 0.186 | 0.0659
clock network | 0 | 0 | 0 | 0
registers | 0 | 0 | 0 | 0
[through the flow]
stage	worst slack, ns	utilization [%]	area (um2)	hold slack [ns]	setup TNS [ns]
floorplan	0.212	-	221	0.539	0
global placement	-0.746	10.6	362	1.61	-4.97
detailed placement	-0.752	10.6	362	1.62	-5.08
CTS	-0.00367	11.6	398	0.989	-0.00883
global route	-0.00104	11.8	402	0.911	-0.00143
finish	0.0341	11.8	402	0.882	0
[what timing repair did]
item | CTS | global route
setup endpoints to repair | 7 | 3
gates resized | 42 | 4
pin swaps | 3 | 3
[logic make-up after synthesis]
logic type	count (synthesis)	share of synthesized area [%]
AND-OR/OR-AND	6	20.8
XOR/XNOR	1	7.74
buffers and inverters	9	32.7
other	2	3.57
AND/OR/NAND/NOR	13	35.1
No activity file was given, so power comes from the tool's default toggle rates.
