--- flow/config.mk ---
export PLATFORM = sky130hd
export DESIGN_NAME = multiplier
export DESIGN_NICKNAME = multiplier
export VERILOG_FILES = /design/flow/design.v
export SDC_FILE = /design/flow/constraint.sdc
export NUM_CORES = 4
export LEC_CHECK = 1
export CORE_UTILIZATION = 40
--- flow/constraint.sdc ---
current_design multiplier

set clk_period 7.2
set clk_io_pct 0.2

create_clock -name clk0 -period $clk_period

set non_clock_inputs [all_inputs -no_clocks]
set_input_delay [expr $clk_period * $clk_io_pct] -clock clk0 $non_clock_inputs
set_output_delay [expr $clk_period * $clk_io_pct] -clock clk0 [all_outputs]
--- flow/design.v ---
`timescale 1ns / 1ps
module multiplier(
    input [7:0] top,             
    input [7:0] bottom,          
    output [15:0] product        
    );
    wire [15:0] p0, p1, p2, p3, p4, p5, p6, p7;
    assign p0[7:0]  = ({8{bottom[0]}} & top[7:0]);
    assign p1[8:0]  = {({8{bottom[1]}} & top[7:0]), 1'b0};
    assign p2[9:0]  = {({8{bottom[2]}} & top[7:0]), 2'b00};
    assign p3[10:0] = {({8{bottom[3]}} & top[7:0]), 3'b000};
    assign p4[11:0] = {({8{bottom[4]}} & top[7:0]), 4'b0000};
    assign p5[12:0] = {({8{bottom[5]}} & top[7:0]), 5'b00000};
    assign p6[13:0] = {({8{bottom[6]}} & top[7:0]), 6'b000000};
    assign p7[14:0] = {({8{bottom[7]}} & top[7:0]), 7'b0000000};
    assign product = p0 + p1 + p2 + p3 + p4 + p5 + p6 + p7;
endmodule
--- flow/run.sh ---
#!/bin/bash
# OpenROAD 26Q1-2900-gdf79404cd8, Yosys 0.63+post, stock flow scripts
make -C /OpenROAD-flow-scripts/flow DESIGN_CONFIG=/design/flow/config.mk WORK_HOME=/design/flow/orfs finish
==> run summary <==
Synth area leader: fa_1
Synth top area cells: fa_1 38%, ha_1 20%, and2_1 11%, inv_1 9.2%, nand2_1 6.0%
Die Height: 71.92 µm
Leak: 1.423 nW
DR pass1 iterations: 4
Final worst path period need: 7043 ps
Final period util: 0.9782
DRT antenna net count: 0
Final Util: 0.5666
FF/Latch Area: 0 µm²
VDD IR-drop max: 0.1886 mV
Max-Cap Viols: 0
Logic area: 0.001848 mm²
Port buffer count: 32
# placed instances: 355
Most frequent logic cell in the layout: inv_1
Initial antenna violation count: 0
Die span in x: 71.92 µm
Yosys Instances: 221
GR Overflow Total: 0
Chip Footprint: 0.005172 mm²
Hold Path Origin: bottom[0]
Vias in the first global route: 1514
Mapped cell area: 0.001956 mm²
Largest net degree at the start of global routing: 8
CLK BUF: 0
Crit Path Class: input port to output port
Crit path max fanout: 5
Placeable Area: 0.004723 mm²
Starting density of the core: 0.4140
Routed length per instance: 10.22 µm
Synth Seq Share: 0
Synth Instances: 221
Area leader share: 0.3788
Num sequential: 0
Worst min path class: input port to output port
Number of antenna diodes: 0
Share of cells above drive strength 1: 0.2268
Crit path from: bottom[1]
Filler Cell Count: 444
Pwr Density: 239.9 mW/mm²
DR DRC count: 0
Dpl hpwl: 3304 µm
Distinct lib cells used: 26
Fin Setup TNS: 0 ps
Final hold slack: 3819 ps
Synth warn: 36
# rows: 25
P&R area growth vs syn: 36.85%
Routability cong.: 0.8326
I/O Pins: 32
Synthesized area per cell: 8.849 µm²
Final std cells w/o fill: 358
First-pass GRT wire length: 6423 µm
Routed WL: 3660 µm
Total number of vias: 1609
Total GRT Usage: 0.1591
Yosys Chip Area: 0.001956 mm²
Peak Freq: 0.1420 GHz
Setup ws final: 157.0 ps
CP Data Required Time: 5760 ps
Initial DRC count: 16
Hold Vio Cnt, Final: 0
Worst-Margin Slew: 242.0 ps
Vias per cell: 4.494
Fin. max-slew vios: 0
Tool warnings: 32
Startpoint Class: input port
CP arrival: 5600 ps
Outcome: complete, no violations
Final setup viols: 0
Worst slack, placed: -234.6 ps
CP Capture Type: output port
Most instantiated logic cells after routing: 46 x inv_1, 38 x buf_4, 36 x fa_1
Slew HR: 0.8381
CTS Hold Bufs: 0
## cell usage after synthesis (2+ instances only)
cell / count
a21oi_1: 5
xnor2_1: 7
o21ai_0: 2
xor2_1: 3
nor2_1: 2
ha_1: 31
fa_1: 37
o41ai_2: 2
nand2_1: 31
or2_2: 2
nand2b_1: 2
inv_1: 48
and2_1: 34
and3_1: 3
## critical path, stage by stage
cell and delay (ps):
dlygate4sd2_1 270, buf_4 150, and2_1 150, fa_1 490
fa_1 580, fa_1 420, ha_1 310, ha_2 200
inv_2 60, fa_2 230, nor2b_4 50, o2111ai_2 170
nand2_2 90, buf_4 140, o41ai_4 210, xnor2_1 160
clkdlybuf4s50_1 490
## report_power, final
group	switching (W)	total [W]	internal [W]
clock	0	0	0
combinational	0.000251	0.000642	0.000391
sequential	0	0	0
total	0.000251	0.000642	0.000391
## cell families after synthesis
logic type                 synth area share
adders and majority gates            0.5771
buffers and inverters               0.09213
and+or+nand+nor                      0.2143
xor gates and xnor gates            0.04479
AOI/OAI and AO/OA                   0.07165
## final timing paths
kind | to | slack, ps | cells after the start
worst max-delay path | product[13] | 160 | 17
worst min-delay path | product[0] | 3820 | 4
## per-stage QoR
step,power (W),area (µm²)
2_1_floorplan,0.0003033,1956
3_3_place_gp,0.0005920,2623
3_5_place_dp,0.0005951,2623
4_1_cts,0.0006244,2655
5_1_grt,0.0007264,2676
6_report,0.0006421,2676
## layout make-up
cell class                 instances  share of cell area
timing repair buffer              70              0.2108
tap                               67             0.03132
inverter                          48             0.06732
multi-input combinational        173              0.6905
## timing repair
action | CTS | global route
hold endpoints to repair | 0 | 0
pin swaps | 11 | 14
buffers inserted | 2 | 1
gates resized | 19 | 21
endpoints found under the setup margin | 6 | 5
## routing by layer
layer / track usage / vias to the layer above / part of all wire
met2: 0.2652 / 23 / 0.49
met3: 0.005634 / 0 / 0.018
li1: - / 819 / -
met5: 0 / - / 0
met4: 0 / 0 / 0
met1: 0.2596 / 767 / 0.49
Power is estimated from default activity; no workload was simulated.
